File: design/flow/run.sh
#!/bin/bash
# OpenROAD 26Q1-2900-gdf79404cd8, Yosys 0.63+post, stock flow scripts
make -C /OpenROAD-flow-scripts/flow DESIGN_CONFIG=/design/flow/config.mk WORK_HOME=/design/flow/orfs finish
File: design/flow/config.mk
export PLATFORM = sky130hd
export DESIGN_NAME = comp
export DESIGN_NICKNAME = comp
export VERILOG_FILES = /design/flow/design.v
export SDC_FILE = /design/flow/constraint.sdc
export NUM_CORES = 4
export LEC_CHECK = 1
export CORE_AREA = 10 10 70 70
export DIE_AREA = 0 0 80 80
File: design/flow/constraint.sdc
current_design comp

set clk_period 1.8
set clk_io_pct 0.2

create_clock -name clk0 -period $clk_period

set non_clock_inputs [all_inputs -no_clocks]
set_input_delay [expr $clk_period * $clk_io_pct] -clock clk0 $non_clock_inputs
set_output_delay [expr $clk_period * $clk_io_pct] -clock clk0 [all_outputs]
File: design/flow/design.v
module comp(
  input IGT,ILE,IEQ,
  input [3:0] A,          
  input [3:0] B,          
  output reg FGT,FLE,FEQ            
);
  always @ (*)
  begin
    FGT = 0;FLE = 0;FEQ = 0;
	if(A[3] > B[3])      begin FGT = 1;FLE = 0;FEQ = 0; end   
    else if(A[3] < B[3]) begin FGT = 0;FLE = 1;FEQ = 0; end   
    else if(A[2] > B[2]) begin FGT = 1;FLE = 0;FEQ = 0; end   
    else if(A[2] < B[2]) begin FGT = 0;FLE = 1;FEQ = 0; end   
    else if(A[1] > B[1]) begin FGT = 1;FLE = 0;FEQ = 0; end   
    else if(A[1] < B[1]) begin FGT = 0;FLE = 1;FEQ = 0; end   
    else if(A[0] > B[0]) begin FGT = 1;FLE = 0;FEQ = 0; end   
    else if(A[0] < B[0]) begin FGT = 0;FLE = 1;FEQ = 0; end   
    else                 begin FGT = IGT;FLE = ILE;FEQ = IEQ; end   
  end 	 
endmodule
==> PnR_summary.wiki <==
== Metrics ==
{| class="wikitable"
! Metric !! Value
|-
| Status || complete, no violations
|-
| Final non-filler cell total || 98
|-
| Vertical die dimension || about 80 um
|-
| Width of the die || ~80 um
|-
| Leakage || roughly 0.23 nW
|-
| Number of buffers and inverters on the critical path || 3
|-
| Initial antenna violation count || 0
|-
| Largest net degree at the start of global routing || 6
|-
| Category of the critical setup timing path || input pin to output pin
|-
| Final routed wirelength across all metal layers || 812 um
|-
| Hold Path Stages || 5
|-
| Cell total in the yosys stat output || 31
|-
| Final instance area || approximately 550 um^2
|-
| Final weighted congestion in routability-driven placement || 0.7759
|-
| Synthesized cell area || roughly 230 um^2
|-
| Cell repeated most along the worst path || buf_2
|-
| Post-layout period usage of the worst path || between 90% and 100%
|-
| Final-report setup violation count || 0
|-
| Vias in the first global route || just under 300
|-
| Yosys aoi share || between 10% and 20%
|-
| Sort of element at the end of the critical path || output pin
|-
| Yosys stat area || 227.7 um^2
|-
| IO Count || 14
|-
| Maximum capacitance violations || 0
|-
| Post-synthesis cell count || 31
|-
| F_max || ~570 MHz
|-
| Number of nets still failing antenna checks after routing || 0
|-
| Initial Utilization || under 10%
|-
| Final-report max-slew violation count || 0
|-
| Final routed DRC violation total || 0
|-
| Setup Slack @ Placement || -0.7564 ns
|-
| Start point of the worst hold path || B[2]
|-
| Proportion of layout cells with a drive suffix above 1 || 63.46%
|-
| Largest delay contributor family on the critical path || buffers and inverters
|-
| Port Buffer Count || 14
|-
| Ant. Diodes || 0
|-
| Peak fanout along the critical path || 3
|-
| Simple Share, Synth || 27.47%
|-
| Sequence of cells on the critical path || buf_2, ha_4, buf_6, nor2b_4, a211oi_4, o32ai_2, buf_2
|-
| Distinct cells, synth || 15
|-
| Number of warnings reported in the yosys synthesis log || 1
|-
| Vias per cell || about 2.8
|-
| Synth mux share || 0%
|-
| Post-detail-place hpwl || around 650 um
|-
| Core Region || approximately 0.0034 mm^2
|-
| Path class of the lowest-slack min-delay path || input pin to output pin
|-
| Mean instance size in the synthesized netlist || around 7.3 um^2
|-
| Number of detailed-route iterations in the first pass || 4
|-
| Xor+xnor area frac || 0%
|-
| FF+latch count || 0
|-
| Final critical-path required period || around 1.7 ns
|-
| Crit-path slowest cell || o32ai_2
|-
| Total number of warnings across the stage logs || 36
|-
| First-pass GRT wire length || about 1300 um
|-
| Worst-margin pin slew || between 0.2 and 0.3 ns
|-
| Placed Cells || roughly 97
|-
| Cell row count || 21
|-
| Power density over the cells || between 200 and 250 mW/mm^2
|-
| Final sum of negative setup slack || 0 ns
|-
| Total Power Consumption || 0.1288 mW
|-
| Largest stage delay on the critical path || around 0.25 ns
|-
| Main logic family after synthesis || adder cells
|-
| Hold Vio Cnt, Final || 0
|-
| Post-route worst setup slack || about 0.054 ns
|-
| Required @ worst endpoint || roughly 1.4 ns
|-
| Area fraction in full adders, half adders and majority gates || 43.96%
|-
| Placed standard-cell area || about 470 um^2
|-
| Startpoint kind of the worst setup timing path || input pin
|-
| Sequential cell area in the final layout || 0 um^2
|-
| Data arrival time of the worst path || ~1.4 ns
|-
| Per-cell routed wire length || around 8.3 um
|-
| Worst Hold End || FEQ
|-
| Vias || about 280
|-
| Layout overhead on the synthesized area || 141.2%
|-
| Sequential area share after synthesis || 0%
|-
| Remaining global-route overflow || 0
|-
| Die Outline Area || between 0.006 and 0.007 mm^2
|-
| Detailed Route Iter0 Violations || 4
|-
| Overall Global Routing Usage || 2.494%
|-
| Count of clock buffers in the final design || 0
|-
| Normalized max-slew margin || 81.89%
|-
| Worst IR Drop VDD || approximately 37 uV
|}
-- synth_stat cells --
| cell | n | area [um^2] |
|---|---|---|
| a211oi_1 | 2 | 15.01 |
| ha_1 | 8 | 100.1 |
| inv_1 | 8 | 30.03 |
| nand2_1 | 1 | 3.750 |
| nand2b_1 | 1 | 6.260 |
| nand3_1 | 1 | 5.000 |
| nand3b_1 | 1 | 7.510 |
| nand4bb_1 | 1 | 11.26 |
| nor2_1 | 2 | 7.510 |
| nor2b_1 | 1 | 6.260 |
| nor3b_1 | 1 | 7.510 |
| o21ai_0 | 1 | 5.000 |
| o22ai_1 | 1 | 6.260 |
| o32ai_1 | 1 | 8.760 |
| or4_1 | 1 | 7.510 |
-- tightest hold or removal path, cell delays in order --
cell and delay, ns:
buf_2 0.11, ha_4 0.12, or4_4 0.11, nor2_2 0.03, buf_2 0.10
-- metrics by stage --
step	utilization [%]	hold slack, ns
final	16.08	1.183
after detailed placement	13.77	1.675
after floorplan	-	0.8098
after CTS	15.24	1.175
after global routing	16.08	1.215
after global placement	13.77	1.671
-- power breakdown --
group	leakage, nW	switching [mW]	total, mW	internal, mW
combinational	0.230	0.0538	0.129	0.0750
clock	0	0	0	0
sequential	0	0	0	0
-- repair_timing --
item | CTS | global route
endpoints found under the setup margin | 3 | 3
hold buffers | 0 | 0
cloned | 0 | 0
pin swaps | 11 | 7
buffers inserted | 1 | 0
gates resized | 48 | 11
-- worst max path at each step --
stage | start | endpoint | cells past startpoint
CTS | A[1] | FEQ | 5
global route | B[3] | FGT | 5
finish | A[0] | FGT | 7
-- metal layers --
metal	global-route usage [%]	vias to the layer above	share of wire, %
met5	0	-	0
met4	0	0	0
met3	0.5682	0	7.6
met2	4.414	6	52
met1	3.164	124	40
li1	-	148	-
-- layout by cell type, fill, tap and decap left out --
cell type        count
a211oi_2             1
a211oi_4             1
buf_2                8
buf_4                6
buf_6                1
clkbuf_2             1
clkdlybuf4s15_1      1
clkdlybuf4s15_2      1
clkdlybuf4s50_1      3
ha_1                 2
ha_2                 1
ha_4                 5
inv_1                5
inv_2                3
nand2_4              1
nand2b_1             1
nand3_1              1
nand3b_1             1
nand4bb_1            1
nor2_1               1
nor2_2               1
nor2b_4              1
nor3b_1              1
o21ai_0              1
o22ai_1              1
o32ai_2              1
or4_4                1
-- area by class of cell --
cell class	instances	area [um^2]
Fill cell	381	2867
Multi-Input combinational cell	23	309.0
Tap cell	46	57.56
Timing Repair Buffer	21	152.6
Inverter	8	30.03
-- cell families after synthesis --
group,after synthesis
compound gates,5
buf+inv,8
simple gates,10
fa+ha+maj,8
Power is estimated from default activity; no workload was simulated.
