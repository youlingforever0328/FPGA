===== /design/flow/design.v =====
module CD4532(input EI,input [7:0] I,output reg [2:0] Y,output reg GS,EO);
  integer k;
  always @(EI,I)
  begin
    if (EI == 0) begin Y = 3'd0; GS = 0;EO = 0;end
	else                  
	   begin
	      GS = 1;EO = 0;  
		  for(k = 7;k >= 0;k = k - 1)
		    if(I[k]) begin Y = k; k = -1; end 
		  if (I == 8'b00000000) begin Y = 3'd0;GS = 0;EO = 1; end 
	   end 
  end
endmodule

===== /design/flow/run.sh =====
#!/bin/bash
# OpenROAD 26Q1-2900-gdf79404cd8, Yosys 0.63+post, stock flow scripts
make -C /OpenROAD-flow-scripts/flow DESIGN_CONFIG=/design/flow/config.mk WORK_HOME=/design/flow/orfs finish

===== /design/flow/config.mk =====
export PLATFORM = sky130hd
export DESIGN_NAME = CD4532
export DESIGN_NICKNAME = CD4532
export VERILOG_FILES = /design/flow/design.v
export SDC_FILE = /design/flow/constraint.sdc
export NUM_CORES = 4
export LEC_CHECK = 1
export CORE_AREA = 10 10 70 70
export DIE_AREA = 0 0 80 80

===== /design/flow/constraint.sdc =====
current_design CD4532

set clk_period 1.9
set clk_io_pct 0.2

create_clock -name clk0 -period $clk_period

set non_clock_inputs [all_inputs -no_clocks]
set_input_delay [expr $clk_period * $clk_io_pct] -clock clk0 $non_clock_inputs
set_output_delay [expr $clk_period * $clk_io_pct] -clock clk0 [all_outputs]

==> reports/results.ini <==
[power]
p_comb_share_pct = 93.6
power_frac_clock_pct = 0
power.total_mw = 0.0688
seq_power_share_pct = 6.4
powerDensity_nw_per_um2 = 152
swShare_pct = 40.3
p_leak_nw = 0.204
p_int_mw = 0.0411
irDropWorstVdd_uv = 63.2
p_switching_mw = 0.0277

[yosys]
synth_area_per_cell_um2 = 7.29
synthSimpleGateAreaFrac_pct = 35.1
yosys_cells = 23
xor_area_share_pct = 0
ys_sh_mux_pct = 0
aoi_share_pct = 33.6
numSynthFlops = 3
synth.distinct_cells = 16
yosysTopAreaCell = dlxtn_1
synth_warnings = 1
syn_area_um2 = 168
yosys-top-cells-area = dlxtn_1, o41ai_2, a211oi_2
yosys.area_share.adder_pct = 0
yosys-stat-area_um2 = 168
top_area_share_pct = 26.9
syn_inst = 23
logic_family = simple AND/OR/NAND/NOR gates

[floorplan]
die_w_um = 80
chipArea_um2 = 6400
num_rows = 21
ios = 14
fp.dieH_um = 80
coreArea_um2 = 3420
fp_util_pct = 4.91

[finish]
fill_cells = 401
comb_area_um2 = 169
final_cell_mix = buf_2, buf_4, buf_6, dlxtn_1, conb_1
area_growth_syn_to_layout_pct = 170
drive_gt1_share_pct = 63.3
layout_top_cell = buf_2
final_util_pct = 13.3
seqCellArea_um2 = 45.0
largest_register_ffs = 3

[detailed_routing]
first_iter_violations = 3
vias = 239
viasPerCell = 2.52
drt_pass1_iterations = 3
wire_per_inst_um = 8.00
drc = 0
totalWireLength_um = 760
postRouteAntennaNets = 0
n_antenna_cell = 0

[worst_setup_path]
max_stage_delay_ns = 0.33
worstPathCellList = buf_6 > and2b_1 > nand3b_1 > buf_4 > a21oi_2 > dlxtn_1 > buf_2
startpoint_type = input port
cp.arrival_ns = 1.44
worstPathMaxFanout = 3
end_kind = output pin
critPathKind = input port to output pin
required_ns = 1.52
critPathSlowestCell = dlxtn_1

[status]
outcome = completed

[place]
port_buffers = 14
place_congestion = 0.743

[timing]
untimed_endpoints = 3
finalCritPeriodShare_pct = 95.6
unclocked_regs = 3
setup_tns_ns = 0
post-route-min-period_ns = 1.82
clock.fmax_ghz = 0.551
hold_violations = 0
setup_violations = 0
drv_slew = 0

[grt]
globalRoute.totalOverflow = 0
grt_util_all_layers_pct = 2.45
grt_first_pass_wirelength_um = 1280
first_global_vias = 242
antenna_found_initial = 0
grt_max_degree = 5

[cts]
ctsHoldBuffers = 0

[flow_run]
cap_viol_max_count = 0
warning_count = 32

[hold_path]
min_path_type = input port to output pin

synthesized netlist by cell type:
cell type / number
o21a_1: 1
nor2_2: 2
conb_1: 1
o21ai_1: 1
nor2b_1: 1
o41ai_2: 1
a21oi_1: 2
a211oi_2: 1
o21ai_0: 1
nand3b_1: 1
dlxtn_1: 3
nand2b_1: 1
nand2_1: 2
inv_1: 1
nor2_1: 3
and2b_1: 1
cell type report:
| type | count | area share [%] |
|---|---|---|
| well taps | 46 | 12.7 |
| flip-flops and latches | 3 | 9.94 |
| repair buffers | 24 | 39.2 |
| inverters | 1 | 0.829 |
| multi-input cells | 21 | 37.3 |
per-layer routing:
layer  GRT usage [%]  up-vias  part of all wire [%]
met5               0        -                     0
met4               0        0                     0
met3           0.341        0                   5.3
met2            3.05       11                    33
met1            4.32      100                    62
li1                -      128                     -
power groups by stage:
stage	logic, mW	clock network [mW]	registers [mW]
4_1_cts	0.0613	0	0.00441
5_1_grt	0.0707	0	0.00450
6_report	0.0645	0	0.00438
final timing paths:
check / end / depth (start not counted) / slack (ns) / startpoint
worst min-delay path: EO / 5 / 1.45 / I[4]
worst max-delay path: Y[2] / 7 / 0.08 / I[0]
critical path, delay by kind of cell:
family	cells	cell delay (ns)
latches	1	0.33
buffers and inverters	3	0.33
AND/OR/NAND/NOR	2	0.30
AND-OR/OR-AND	1	0.09
cells by family (layout without fill, tap and decap cells):
logic type,count (synthesis),in the layout
AOI/OAI and AO/OA,7,7
and+or+nand+nor,11,11
other,1,3
latches,3,3
buffers and inverters,1,25
per-stage QoR:
| step | hold WS [ns] | area, um^2 | cells | setup slack, ns |
|---|---|---|---|---|
| 2_1_floorplan | 0.821 | 175 | 25 | 0.399 |
| 3_3_place_gp | 1.82 | 448 | 95 | -0.741 |
| 3_5_place_dp | 1.82 | 448 | 95 | -0.743 |
| 4_1_cts | 1.46 | 450 | 95 | 0.00876 |
| 5_1_grt | 1.50 | 453 | 95 | -0.0144 |
| 6_report | 1.45 | 453 | 95 | 0.0841 |
timing repair:
action | CTS | global route
cloned | 0 | 0
gates resized | 43 | 12
pin swaps | 4 | 4
buffers inserted | 3 | 0
setup endpoints to repair | 5 | 5
Power is estimated from default activity; no workload was simulated.
