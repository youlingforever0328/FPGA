--- /design/flow/design.v ---
module C74X138(input E3,E2,E1,input [2:0] A,output reg [7:0] Y);
  integer k;
  always @(E3,E2,E1,A)
  begin
    Y = 8'b11111111;
    if (E3 == 0);
	else if (E2 == 1);
	else if (E1 == 1);
	else
	   begin
	    for(k=0;k<8;k=k+1)
		  if(A == k)
		    Y[k] = 0;	
	   end
  end
endmodule
--- /design/flow/run.sh ---
#!/bin/bash
# OpenROAD 26Q1-2900-gdf79404cd8, Yosys 0.63+post, stock flow scripts
make -C /OpenROAD-flow-scripts/flow DESIGN_CONFIG=/design/flow/config.mk WORK_HOME=/design/flow/orfs finish
--- /design/flow/config.mk ---
export PLATFORM = sky130hd
export DESIGN_NAME = C74X138
export DESIGN_NICKNAME = C74X138
export VERILOG_FILES = /design/flow/design.v
export SDC_FILE = /design/flow/constraint.sdc
export NUM_CORES = 4
export LEC_CHECK = 1
export CORE_AREA = 10 10 70 70
export DIE_AREA = 0 0 80 80
--- /design/flow/constraint.sdc ---
current_design C74X138

set clk_period 1.9
set clk_io_pct 0.2

create_clock -name clk0 -period $clk_period

set non_clock_inputs [all_inputs -no_clocks]
set_input_delay [expr $clk_period * $clk_io_pct] -clock clk0 $non_clock_inputs
set_output_delay [expr $clk_period * $clk_io_pct] -clock clk0 [all_outputs]
==> impl_results.rst <==
Flow metrics
------------

.. list-table::
   :header-rows: 1

   * - Metric
     - Value
   * - Required time of the worst setup path
     - 1.52 ns
   * - Layout Cell Area excl Fill
     - 305 sq um
   * - Number of standard cells reported by yosys
     - 13
   * - Total cell area at the placement stage
     - 302 sq um
   * - Critical Path End Type
     - output port
   * - Number of port buffers
     - 14
   * - Final Wtd Congestion
     - 0.737
   * - Pwr per Cell Area
     - 94.0 nW/um^2
   * - Global route total overflow
     - 0
   * - Cell type contributing the most total cell area after synthesis
     - sky130_fd_sc_hd__nand2_1
   * - Post-route worst hold slack
     - 1.24 ns
   * - Data arrival at the endpoint of the critical path
     - 1.44 ns
   * - Shortest period the worst path allows
     - 1.82 ns
   * - Layout overhead on the synthesized area
     - 244%
   * - DRT iter0 DRCs
     - 0
   * - End point of the critical path
     - Y[6]
   * - Max-cap violation count
     - 0
   * - Number of placed cells counting well taps
     - 75
   * - Tool warning count
     - 32
   * - Number of top-level pins
     - 14
   * - Total buffers and inverters traversed by the critical path
     - 2
   * - Drt total wl
     - 517 um
   * - Run status
     - completed
   * - Final-layout clock buffer total
     - 0
   * - Utilization of the core after routing
     - 8.94%
   * - Fmax
     - 550 MHz
   * - Standard cell with the maximum stage delay on the critical path
     - sky130_fd_sc_hd__clkdlybuf4s50_1
   * - Die area
     - 6400 sq um
   * - Number of antenna violations at the first check in global routing
     - 0
   * - Top cell family by delay on the critical path
     - buffers and inverters
   * - Yosys cell types
     - 6
   * - Sequential fraction of the synthesis area
     - 0%
   * - Crit-path max cell delay
     - 0.42 ns
   * - First-pass GRT wire length
     - 724 um
   * - Launching element of the worst setup path
     - E1
   * - Warning count from the yosys run
     - 1
   * - Most frequent logic cell in the layout
     - sky130_fd_sc_hd__dlygate4sd2_1
   * - Unrepaired setup endpoints after global routing
     - no
   * - Setup slack after layout
     - 0.0825 ns
   * - Number of rows in the core area
     - 21
   * - Maximum number of pins on one net before global-route repair
     - 6
   * - Count of unresolved DRC violations after routing
     - 0
   * - Worst rel slew slack
     - 86.6%
   * - Mapped Avg Cell Area
     - 6.83 sq um
   * - Class of the worst hold path
     - input port to output port
   * - Crit path launch type
     - input port
   * - Cell count after synthesis
     - 13
   * - Critical path start-end classification
     - input port to output port
   * - Total count of max-transition violations in the final report
     - 0
   * - Residual antenna-violating net count after detailed routing
     - 0
   * - Std-Cell Core Area
     - 3420 sq um
   * - Layout cell share with drive strength beyond 1
     - 17.2%
   * - Top post-synthesis cells by area
     - sky130_fd_sc_hd__nand2_1, sky130_fd_sc_hd__nor3b_4, sky130_fd_sc_hd__and3b_1
   * - Wire length per cell after detailed routing
     - 6.89 um
   * - Post-synthesis instance area
     - 88.8 sq um
   * - Init Core Util
     - 2.60%
   * - Setup violation total in the final timing report
     - 0
   * - Reported leakage power
     - 0.101 nW
   * - Post-layout period usage
     - 95.7%
   * - Die X-Extent
     - 80 um
   * - Commonest non-fill, non-tap cells in the layout
     - sky130_fd_sc_hd__dlygate4sd2_1, sky130_fd_sc_hd__nand2_1, sky130_fd_sc_hd__clkdlybuf4s50_1
   * - Chip area from the yosys synthesis statistics
     - 88.8 sq um
   * - Die height
     - 80 um
   * - Worst-path maximum fanout
     - 4
   * - Peak supply drop
     - 0.0125 mV
   * - Number of sequential storage elements
     - 0
   * - Pre-CTS worst setup slack
     - -0.180 ns
   * - Final antenna diode count
     - 0
   * - Flop area
     - 0 sq um
   * - Final standard cell count with taps included and fillers excluded
     - 75
   * - Routed vias/inst
     - 2.23
   * - Largest type area fraction
     - 25.4%
   * - Critical Path Stages
     - 4
   * - First-pass detailed-route iteration total
     - 1
   * - GRT Resource Usage Total
     - 1.34%
   * - Vias in the first global route
     - 147
   * - Slew at the pin with the worst max-slew slack
     - 0.200 ns
   * - CP Cell Sequence
     - dlygate4sd2_1, nor3_4, nand4_1, clkdlybuf4s50_1
   * - Number of setup buffers added after CTS
     - 0
   * - Total via count after detailed routing
     - 167
   * - Count of final hold-check violations
     - 0
-- area by class of cell --
cell class,instances,area [sq um]
Fill cell,406,3110
Timing Repair Buffer,16,148
Multi-Input combinational cell,13,100
Tap cell,46,57.6
-- tightest hold or removal path, stage by stage --
cell,delay (ns)
sky130_fd_sc_hd__dlygate4sd2_1,0.28
sky130_fd_sc_hd__nand4_1,0.10
sky130_fd_sc_hd__dlymetal6s2s_1,0.09
-- power breakdown --
| part | switching [mW] | internal (mW) |
|---|---|---|
| clock | 0 | 0 |
| combinational | 0.0123 | 0.0164 |
| sequential | 0 | 0 |
-- timing repair --
| action | 4_1_cts | 5_1_grt |
|---|---|---|
| setup endpoints to repair | 8 | 1 |
| pin swaps | 2 | 2 |
| hold buffers | 0 | 0 |
| gates resized | 10 | 1 |
-- cell usage after synthesis --
library cell,n
sky130_fd_sc_hd__and3b_1,2
sky130_fd_sc_hd__nor3b_4,1
sky130_fd_sc_hd__nand2_1,6
sky130_fd_sc_hd__nand4_1,2
sky130_fd_sc_hd__nor3_2,1
sky130_fd_sc_hd__nor3b_1,1
-- layer usage --
layer | vias up | share of wire [%] | track usage, %
li1 | 82 | - | -
met1 | 73 | 43 | 1.65
met2 | 12 | 37 | 2.09
met3 | 0 | 19 | 0.795
met4 | 0 | 0 | 0
met5 | - | 0 | 0
-- cells by family after synthesis --
kind of cell	share of synthesized area [%]
and+or+nand+nor	100
-- stage by stage --
stage	power, mW	setup TNS (ns)
finish	0.0287	0
detailed placement	0.0317	-1.15
CTS	0.0291	0
global route	0.0311	0
global placement	0.0313	-1.14
floorplan	0.00701	0
-- worst min-delay path by stage --
stage / from / endpoint / cells after the start
6_report: A[2] / Y[7] / 3
4_1_cts: A[1] / Y[0] / 4
5_1_grt: A[2] / Y[7] / 3
Power and IR drop assume default switching activity.
